File: design.v
`timescale 1us / 1ns
module counter8(clk, rst, cnt);
input clk, rst;
output reg [7:0] cnt;
always @(posedge clk or posedge rst) begin
    if(rst) begin
        cnt <= 8'b0000_0000;
    end
    else cnt <= cnt + 1;
end
endmodule
module LED3_control(clk, rst, btn, led_signal_R, led_signal_G, led_signal_B);
input clk, rst;
input [7:0] btn;
wire [7:0] cnt;
reg [23:0] state;
output reg [3:0] led_signal_R;
output reg [3:0] led_signal_G;
output reg [3:0] led_signal_B;
parameter red    = {8'd255, 8'd0  , 8'd0  };
parameter orange = {8'd255, 8'd102, 8'd0  };
parameter yellow = {8'd255, 8'd255, 8'd0  };
parameter green  = {8'd0  , 8'd255, 8'd0  };
parameter blue   = {8'd0  , 8'd0  , 8'd255};
parameter indigo = {8'd0  , 8'd0  , 8'd128};
parameter purple = {8'd128, 8'd0  , 8'd128};
parameter white  = {8'd255, 8'd255, 8'd255};
counter8 c1(clk, rst, cnt);
always @(posedge clk or posedge rst) begin
    if(rst) state <= 24'd0;
    else begin
        case (btn)
            8'b00000001 : state <= red;
            8'b00000010 : state <= orange;
            8'b00000100 : state <= yellow;
            8'b00001000 : state <= green;
            8'b00010000 : state <= blue;
            8'b00100000 : state <= indigo;
            8'b01000000 : state <= purple;
            8'b10000000 : state <= white;
        endcase
    end
end
always @(posedge clk or posedge rst) begin
    if(rst) begin
        led_signal_R <= 4'b0000;
        led_signal_G <= 4'b0000;
        led_signal_B <= 4'b0000;
    end
    else begin
        if(cnt < state[23:16]) led_signal_R <= 4'b1111;
        else led_signal_R <= 4'b0000;
        if(cnt < state[15:8]) led_signal_G <= 4'b1111;
        else led_signal_G <= 4'b0000;
        if(cnt < state[7:0]) led_signal_B <= 4'b1111;
        else led_signal_B <= 4'b0000;
    end
end                        
endmodule
File: constraint.sdc
current_design LED3_control

set clk_period 2.0
set clk_io_pct 0.2

create_clock -name clk0 -period $clk_period [get_ports {clk}]

set non_clock_inputs [all_inputs -no_clocks]
set_input_delay [expr $clk_period * $clk_io_pct] -clock clk0 $non_clock_inputs
set_output_delay [expr $clk_period * $clk_io_pct] -clock clk0 [all_outputs]
File: run.sh
#!/bin/bash
# OpenROAD 26Q1-2900-gdf79404cd8, Yosys 0.63+post, stock flow scripts
make -C /OpenROAD-flow-scripts/flow DESIGN_CONFIG=/design/flow/config.mk WORK_HOME=/design/flow/orfs finish
File: config.mk
export PLATFORM = sky130hd
export DESIGN_NAME = LED3_control
export DESIGN_NICKNAME = LED3_control
export VERILOG_FILES = /design/flow/design.v
export SDC_FILE = /design/flow/constraint.sdc
export NUM_CORES = 4
export LEC_CHECK = 1
export CORE_AREA = 10 10 104 104
export DIE_AREA = 0 0 114 114
==> ci_impl_report.md <==
### Yosys + OpenROAD results

| Metric | Value |
|---|---|
| HP Class | primary input to async pin |
| Netlist cell types | 31 |
| Fin worst setup slack | 304 ps |
| I/O Pins | 22 |
| Critical path's slowest cell | clkdlybuf4s50_1 |
| Int Pwr | 0.886 mW |
| Crit path max fanout | 6 |
| Clock-pin transition on the worst setup and hold timing paths | 70 ps |
| Vias in the first global route | 979 |
| FILL cells | 989 |
| Main flop type | dfrtp_1 |
| Die area | 13000 um^2 |
| Row count | 34 |
| Clk buf depth | 2 |
| Antenna diodes | 0 |
| Reg power frac | 36.9% |
| Avg Inst Size Synth | 9.37 um^2 |
| Flops & latches, synth | 17 |
| PD cells | 745 nW/um^2 |
| Core area | 8680 um^2 |
| Hold Buf Count CTS | 0 |
| DRC Markers | 0 |
| NetSw | 0.350 mW |
| Global placement routability congestion | 0.865 |
| Peak supply drop | 0.190 mV |
| Pin count of the biggest net entering global routing | 18 |
| TritonCTS clock tree | built |
| Die width | 114 um |
| Fp_density | 15.2% |
| Mapped cell area | 1320 um^2 |
| Final setup fails | 0 |
| Synth top area share | 32.2% |
| Yosys top cell by area | dfrtp_1 |
| Post-synth ARST share | 100% |
| Total gr overflow | 0 |
| Combinational fraction of design power | 42.4% |
| Clock Power Share | 20.7% |
| CP bufs+invs | 1 |
| Synth Instances | 141 |
| DR iter-0 viols | 46 |
| Final-report hold violation count | 0 |
| Setup Buffers After CTS | 0 |
| I/O Buffers | 21 |
| Yosys stat area | 1320 um^2 |
| Wire per inst | 9.92 um |
| Num CTS Buffers | 3 |
| Critical R2R Launch | c1.cnt[6] |
| Most common library cells after synthesis | ha_1, dfrtp_1, nor2_1 |
| Yosys cell count | 141 |
| Worst Tran Pin Value | 458 ps |
| Count of tool warnings | 25 |
| CP top delay family | buffers and inverters |
| Vias | 1017 |
| Worst setup EP type | register |
| Yosys warnings | 2 |
| Top cells, area | dfrtp_1, ha_1, buf_4 |
| R2R Setup Slk | 420 ps |
| Worst r2r path cells | 4 |
| GRT Total Usage | 3.93% |
| Root Driver | clkbuf_8 |
| Req. time, crit path | 2140 ps |
| Initial antenna violation count | 0 |
| Setup Skew | 3.04 ps |
| DR pass1 iterations | 4 |
| Max Slew Vio Count | 0 |
| CP Data Arrival Time | 1840 ps |
| Die height | 114 um |
| Worst rel slew slack | 69.2% |
| Max cap viols | 0 |
| Period minus WS final | 1700 ps |
| Final WL | 2.65 mm |
| CTS Sinks | 17 |
| CP Class | primary input to register |
| Switching share of power | 28.3% |
| First-pass GRT wire length | 4.42 mm |
| Post-synth EDFFs | 0 |
| Reg2reg end | led_signal_G[2] |
| Worst-Skew Late Latency | 250 ps |
| Share of layout cells above drive strength 1 | 5.66% |
| Startpoint types | primary input |
| Crit path cell chain | clkdlybuf4s50_1, xor2_1, nand2_1, a21oi_1, a21oi_2, a22o_1 |
| Outcome | finished, final reports clean |
| Total number of H-tree levels | 1 |
| Unrepaired setup endpoints after global routing | no |
| Setup_tns | 0 ps |
| Vias/cell | 3.81 |
| Hpwl dp | 2.11 mm |
| Final Cycle Share | 84.8% |
| Fmax | 0.590 GHz |
| Register area share after synthesis | 32.2% |
| Leak | 0.734 nW |
| CP peak stage delay | 590 ps |
| Top cell type by instance count after synthesis | ha_1 |
| Pre-CTS setup slack | 44.3 ps |
| Area Growth Syn to Fin | 25.7% |
| Crit. Startpoint | btn[7] |
| CTS resizes | 0 |
| Detail Route Antenna Nets | 0 |
power groups by stage:
stage / Combinational (mW) / Clock (mW) / Sequential, mW
after CTS: 0.537 / 0.268 / 0.460
after global routing: 0.598 / 0.280 / 0.469
final: 0.524 / 0.256 / 0.456
per-layer routing:
metal / global-route usage [%] / wire (um) / up-vias / part of all wire (%)
li1: - / - / 534 / -
met1: 5.11 / 1350 / 464 / 51
met2: 6.57 / 1150 / 19 / 44
met3: 1.06 / 143 / 0 / 5.4
met4: 0.418 / 0 / 0 / 0
met5: 0 / 0 / - / 0
worst register-to-register path, stage by stage (launching register included):
cell      delay, ps
dfrtp_1         470
ha_1            320
and3_1          200
a22o_1          230
a311oi_1        260
how the worst max path moves through the flow:
stage / end / depth (start not counted)
after CTS: state[6] / 6
after global routing: state[22] / 6
final: state[6] / 6
sequential cells by signal (all words and copies together), names as in the netlist:
signal	count
state	6
led_signal_B	1
led_signal_G	1
c1.cnt	8
led_signal_R	1
layout make-up:
cell class	instances	area, um^2	area share [%]
flip-flops and latches	17	425	25.6
clock inverters	1	5.00	0.301
multi-input cells	105	787	47.4
repair buffers	24	233	14.0
clock buffers	3	41.3	2.49
well taps	108	135	8.14
inverters	9	33.8	2.03
cells by family after synthesis:
logic type	Yosys count	share of synthesized area [%]
and+or+nand+nor	38	14.4
buffers and inverters	19	8.24
DFF	17	32.2
xor gates and xnor gates	10	6.63
adders and majority gates	22	20.8
AOI/OAI and AO/OA	35	17.7
cells in the final DEF, fill, tap and decap left out, types with 4 or more instances in the layout:
cell,synthesis,routed
a21o_1,7,7
a21oi_1,6,6
clkdlybuf4s50_1,0,21
dfrtp_1,17,17
ha_1,22,22
inv_1,9,9
nand2_1,5,5
nand3_1,4,4
nor2_1,12,12
o21ai_0,7,7
xnor2_1,6,6
xor2_1,4,4
metrics by stage:
stage | cells | hold slack [ps] | cell area, um^2 | utilization (%) | power, mW
floorplan | 141 | 326 | 1320 | - | 0.797
global placement | 263 | 475 | 1610 | 18.6 | 0.990
detailed placement | 263 | 473 | 1610 | 18.6 | 1.00
CTS | 267 | 469 | 1660 | 19.1 | 1.27
global route | 267 | 482 | 1660 | 19.1 | 1.35
finish | 267 | 458 | 1660 | 19.1 | 1.24
Power figures rest on the tool's default switching activity, not on a simulated workload.
